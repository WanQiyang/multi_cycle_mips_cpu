$ cat /design/flow/design.v
module alu(
	input [31:0] A,
	input [31:0] B,
	input [4:0] shamt,
	input [2:0] ALUop,
	output Overflow,
	output CarryOut,
	output Zero,
	output reg [31:0] Result
);
	wire OF, CF;
    wire [31:0] B_OP, Result_AND, Result_OR, Result_PLUS, Result_LUI, Result_SLL, Result_SLTU;
    always@(*)
    begin
       case(ALUop)
       3'b000: Result<=Result_AND;
       3'b001: Result<=Result_OR;
       3'b010, 3'b110: Result<=Result_PLUS;
       3'b111: Result<=Result_SLT;
       3'b011: Result<=Result_LUI;
       3'b100: Result<=Result_SLL;
       3'b101: Result<=Result_SLTU;
       default: Result<=32'b0;
       endcase
    end
    assign Result_AND=A&B;
    assign Result_OR=A|B;
    assign B_OP=B^{32{ALUop[2]}};
    assign {CF, OF, Result_PLUS}={A[31], A}+{B_OP[31], B_OP}+ALUop[2];
    assign Result_SLT={31'b0, OF};
    assign Result_LUI={B[15:0], 16'b0};
    assign Result_SLL=B<<shamt;
    assign Result_SLTU={31'b0, ~CF};
    assign Overflow=OF^Result_PLUS[31];
    assign CarryOut=CF^ALUop[2];
    assign Zero=~|Result_PLUS;
endmodule
module mips_cpu(
	input  clk,
	input  rst,
	output reg [31:0] PC,
	input  [31:0] Instruction,
	output [31:0] Address,
	output MemWrite,
	output [31:0] Write_data,
	output MemRead,
	input  [31:0] Read_data
);
    wire [31:0] alu_in_A, alu_in_B;
    wire [4:0] alu_in_shamt;
    wire [2:0] alu_in_ALUop;
    wire alu_out_Overflow, alu_out_CarryOut, alu_out_Zero;
    wire [31:0] alu_out_Result;
    wire [4:0] rf_in_waddr, rf_in_raddr1, rf_in_raddr2;
    wire rf_in_wen;
    wire [31:0] rf_in_wdata;
    wire [31:0] rf_out_rdata1, rf_out_rdata2;
    wire [5:0] cu_in_Opcode;
    wire cu_out_RegWrite, cu_out_ALUSrcA, cu_out_MemRead, cu_out_MemWrite, cu_out_IRWrite, 
        cu_out_PCWrite, cu_out_PCWriteCond, cu_out_ALUCond;
    wire [1:0] cu_out_RegDst, cu_out_MemtoReg, cu_out_ALUSrcB, cu_out_PCSource;
    wire ac_in_ALUCond;
    wire [5:0] ac_in_Opcode, ac_in_Funct;
    wire [2:0] ac_out_ALUop;
    wire ac_out_PCWrite;
    wire [5:0] bc_in_Opcode;
    wire [31:0] bc_in_ALUResult;
    wire bc_in_Overflow, bc_in_CarryOut, bc_in_Zero;
    wire bc_out_Result;
    reg [31:0] Instruction_reg, Memory_Data_reg, ALUIn_A, ALUIn_B, ALUOut;
    wire PC_control;
    wire [31:0] PC_next, Sign_extend;
    alu alu_i(.A(alu_in_A), .B(alu_in_B), .shamt(alu_in_shamt), .ALUop(alu_in_ALUop), .Overflow(alu_out_Overflow), 
        .CarryOut(alu_out_CarryOut), .Zero(alu_out_Zero), .Result(alu_out_Result));
    reg_file rf_i(.rst(rst), .clk(clk), .waddr(rf_in_waddr), .raddr1(rf_in_raddr1), .raddr2(rf_in_raddr2), 
        .wen(rf_in_wen), .wdata(rf_in_wdata), .rdata1(rf_out_rdata1), .rdata2(rf_out_rdata2));
    control_unit cu_i(.clk(clk), .rst(rst), .Opcode(cu_in_Opcode), .RegDst(cu_out_RegDst), 
        .RegWrite(cu_out_RegWrite), .ALUSrcA(cu_out_ALUSrcA), .MemRead(cu_out_MemRead), 
        .MemWrite(cu_out_MemWrite), .MemtoReg(cu_out_MemtoReg), .IRWrite(cu_out_IRWrite), 
        .PCWrite(cu_out_PCWrite), .PCWriteCond(cu_out_PCWriteCond), .ALUCond(cu_out_ALUCond), 
        .ALUSrcB(cu_out_ALUSrcB), .PCSource(cu_out_PCSource));
    alu_control ac_i(.ALUCond(ac_in_ALUCond), .Opcode(ac_in_Opcode), .Funct(ac_in_Funct), 
        .ALUop(ac_out_ALUop), .PCWrite(ac_out_PCWrite));
    branch_control bc_i(.Opcode(bc_in_Opcode), .ALUResult(bc_in_ALUResult), .Overflow(bc_in_Overflow), 
        .CarryOut(bc_in_CarryOut), .Zero(bc_in_Zero), .BranchResult(bc_out_Result));
    assign alu_in_A = cu_out_ALUSrcA ? ALUIn_A : PC;
    assign alu_in_B = cu_out_ALUSrcB[1] ? 
        (cu_out_ALUSrcB[0] ? Sign_extend << 2 : Sign_extend) : 
        (cu_out_ALUSrcB[0] ? 32'd4 : ALUIn_B);
    assign alu_in_shamt = Instruction_reg[10:6];
    assign alu_in_ALUop = ac_out_ALUop;
    assign rf_in_waddr = cu_out_RegDst[1] ? 5'd31 :
        (cu_out_RegDst[0] ? Instruction_reg[15:11] : Instruction_reg[20:16]);
    assign rf_in_raddr1 = Instruction_reg[25:21];
    assign rf_in_raddr2 = Instruction_reg[20:16];
    assign rf_in_wen = cu_out_RegWrite;
    assign rf_in_wdata = cu_out_MemtoReg[1] ? PC : 
        (cu_out_MemtoReg[0] ? Memory_Data_reg : ALUOut);
    assign cu_in_Opcode = Instruction_reg[31:26];
    assign ac_in_ALUCond = cu_out_ALUCond;
    assign ac_in_Opcode = Instruction_reg[31:26];
    assign ac_in_Funct = Instruction_reg[5:0];
    assign bc_in_Opcode = Instruction_reg[31:26];
    assign bc_in_ALUResult = alu_out_Result;
    assign bc_in_Overflow = alu_out_Overflow;
    assign bc_in_CarryOut = alu_out_CarryOut;
    assign bc_in_Zero = alu_out_Zero;
    assign PC_control = ( bc_out_Result & cu_out_PCWriteCond ) | cu_out_PCWrite | ac_out_PCWrite;
    assign PC_next = cu_out_PCSource[1] ? {PC[31:28], Instruction_reg[25:0], 2'b0} :
        (cu_out_PCSource[0] ? ALUOut : alu_out_Result);
    assign Sign_extend = {{16{Instruction_reg[15]}}, Instruction_reg[15:0]};
    assign Address = ALUOut;
    assign MemWrite = cu_out_MemWrite;
    assign Write_data = ALUIn_B;
    assign MemRead = cu_out_MemRead;
    always @(posedge clk)
    begin
        if(rst)
            PC <= 32'd0;
        else if(PC_control)
            PC <= PC_next;
        if(cu_out_IRWrite)
            Instruction_reg <= Instruction;
        Memory_Data_reg <= Read_data;
        ALUIn_A <= rf_out_rdata1;
        ALUIn_B <= rf_out_rdata2;
        ALUOut <= alu_out_Result;
    end
endmodule
module control_unit(
    input clk,
    input rst,
    input [5:0] Opcode,
    output [1:0] RegDst,  
    output RegWrite,  
    output ALUSrcA,  
    output MemRead,  
    output MemWrite,  
    output [1:0] MemtoReg,  
    output IRWrite,  
    output PCWrite,  
    output PCWriteCond,  
    output ALUCond,  
    output [1:0] ALUSrcB,  
    output [1:0] PCSource  
);
    reg [3:0] State;
    reg [16:0] CtrlResult;
    always @(posedge clk)
    begin
        if(rst)
            State <= 0;
        else
            State <= State_next(State, Opcode);
    end
    always @(*)
        case(State)
        4'd0: CtrlResult <= 17'b00001_00001_100_0100;  
        4'd1: CtrlResult <= 17'b00000_00000_000_1100;  
        4'd2, 4'd10: CtrlResult <= 17'b00010_00000_000_1000;  
        4'd3: CtrlResult <= 17'b00001_00010_000_0000;  
        4'd4: CtrlResult <= 17'b00100_00100_000_0000;  
        4'd5: CtrlResult <= 17'b00000_10010_000_0000;  
        4'd6: CtrlResult <= 17'b00010_00000_001_0000;  
        4'd7: CtrlResult <= 17'b01100_00000_000_0000;  
        4'd8: CtrlResult <= 17'b00010_00000_011_0001;  
        4'd9: CtrlResult <= 17'b00000_00000_100_0010;  
        4'd11: CtrlResult <= 17'b00010_00000_001_1000;  
        4'd12: CtrlResult <= 17'b00100_00000_000_0000;  
        4'd13: CtrlResult <= 17'b10100_01000_100_0010;  
        default: CtrlResult <= 17'b00000_00000_000_0000;  
        endcase
    assign {RegDst, RegWrite, ALUSrcA, MemRead, MemWrite, MemtoReg, IorD, IRWrite, PCWrite, PCWriteCond, 
        ALUCond, ALUSrcB, PCSource} = CtrlResult;
    function [3:0] State_next; 
    input [3:0] State_now;
    input [5:0] Opcode; 
    begin
        case(State_now)
        4'd1: State_next = Optype(Opcode); 
        4'd4, 4'd5, 4'd7, 4'd8, 4'd9, 4'd12, 4'd13: State_next = 4'd0;
        4'd10: State_next = 4'd5;
        default: State_next = State_now + 1;
        endcase
    end 
    endfunction
    function [3:0] Optype;
    input [5:0] Opcode;
    begin
        case(Opcode)
        6'b100011: Optype=4'd2;  
        6'b101011: Optype=4'd10;  
        6'b000000: Optype=4'd6;  
        6'b000100, 6'b000101: Optype=4'd8;  
        6'b000010: Optype=4'd9;  
        6'b000011: Optype=4'd13;  
        6'b001001, 6'b001111, 6'b001010, 6'b001011: Optype=4'd11;  
        default: Optype=4'd0;  
        endcase
    end
    endfunction
endmodule
module alu_control(
    input ALUCond,
    input [5:0] Opcode,
    input [5:0] Funct,
    output reg [2:0] ALUop,
    output reg PCWrite
);
    always @(*)
        if(ALUCond)
            case(Opcode)
            6'b000000:  
                case(Funct)
                6'b001000: {ALUop, PCWrite} <= 4'b010_1;  
                6'b000000: {ALUop, PCWrite} <= 4'b100_0;  
                6'b101010: {ALUop, PCWrite} <= 4'b111_0;  
                default: {ALUop, PCWrite} <= 4'b010_0;  
                endcase
            6'b000100, 6'b000101:  
                {ALUop, PCWrite} <= 4'b110_0;
            6'b001111:  
                {ALUop, PCWrite} <= 4'b011_0;
            6'b001010:  
                {ALUop, PCWrite} <= 4'b111_0;
            6'b001011:  
                {ALUop, PCWrite} <= 4'b101_0;
            default:  
                {ALUop, PCWrite} <= 4'b010_0;
            endcase
        else  
            {ALUop, PCWrite} <= 4'b010_0;
endmodule
module branch_control(
    input [5:0] Opcode,
    input [31:0] ALUResult,
    input Overflow,
    input CarryOut,
    input Zero,
    output reg BranchResult
);
    always @(*)
    begin
        case(Opcode)
        6'b000100: BranchResult <= Zero;  
        6'b000101: BranchResult <= ~Zero;  
        default: BranchResult <= 1'b0;
        endcase
    end
endmodule
module reg_file(
	input clk,
	input rst,
	input [4:0] waddr,
	input [4:0] raddr1,
	input [4:0] raddr2,
	input wen,
	input [31:0] wdata,
	output [31:0] rdata1,
	output [31:0] rdata2
);
    reg [31:0] mem [0:31];
    always@(posedge clk)
    if(wen)
        mem[waddr]<=wdata;
    assign rdata1={32{|raddr1}}&mem[raddr1];
    assign rdata2={32{|raddr2}}&mem[raddr2];
endmodule
$ cat /design/flow/run.sh
#!/bin/bash
# OpenROAD 26Q1-2900-gdf79404cd8, Yosys 0.63+post, stock flow scripts
make -C /OpenROAD-flow-scripts/flow DESIGN_CONFIG=/design/flow/config.mk WORK_HOME=/design/flow/orfs finish
$ cat /design/flow/config.mk
export PLATFORM = sky130hd
export DESIGN_NAME = mips_cpu
export DESIGN_NICKNAME = mips_cpu
export VERILOG_FILES = /design/flow/design.v
export SDC_FILE = /design/flow/constraint.sdc
export NUM_CORES = 4
export LEC_CHECK = 1
export CORE_UTILIZATION = 30
$ cat /design/flow/constraint.sdc
current_design mips_cpu

set clk_period 30.1
set clk_io_pct 0.2

create_clock -name clk0 -period $clk_period [get_ports {clk}]

set non_clock_inputs [all_inputs -no_clocks]
set_input_delay [expr $clk_period * $clk_io_pct] -clock clk0 $non_clock_inputs
set_output_delay [expr $clk_period * $clk_io_pct] -clock clk0 [all_outputs]
==> results.py <==
# Flow results
metrics = {
    "yosys": {
        "postSynth.asyncResetShare_pct": 0,
        "primary_ff_master_synth": "sky130_fd_sc_hd__edfxtp_1",
        "yosysUniqueCellTypes": 95,
        "post_synth_regs": 1244,
        "synth_stat.cells": 3479,
        "synthesis.area_mm2": 0.0600,
        "enable_flop_cells": 1056,
        "post_synth_ao_oa_area_fraction_pct": 4.67,
        "logic_family": "multiplexers",
        "synthSimpleGateAreaFrac_pct": 4.22,
        "syn-mean-instance-area_um2": 17.3,
        "ys_sh_xor_pct": 0.700,
        "yosys-mux-area-fraction_pct": 28.5,
        "post_syn_instances": 3479,
        "synth-seq-area-share_pct": 59.1,
        "yosys_warning_count": 8,
        "synth.cellmix.adderShare_pct": 0.867,
        "yosysChipArea_mm2": 0.0600,
    },
    "timing": {
        "final-max-slew-violation-count": 0,
        "worst-slew-pin-transition_ps": 868,
        "finClkSkew_ps": 35.9,
        "grt_setup_unrepaired": "no",
        "tns_ps": 0,
        "final_hold_viol_count": 0,
        "finalSetupViolations": 0,
        "post-route-min-period_ps": 7940,
        "timing.slew.headroom_pct": 40.5,
        "timing.fmax_ghz": 0.126,
        "post_route_fraction_of_the_period_consumed_by_the_critical_path_pct": 26.4,
        "setup_slack_ps": 22160,
    },
    "clock_network": {
        "holdBufCountCts": 0,
        "tritoncts_clock_tree": "done",
        "cts.repair_timing.setup_buffer_count": 0,
        "clk_pin_slew_worst_paths_ps": 60,
        "cts_buffers": 135,
        "clock_sink_count": 1244,
        "cts_resized": 0,
        "clkLatencyLatePin_ps": 780,
        "ctsLongestPathBuffers": 3,
        "root_buffer": "sky130_fd_sc_hd__clkbuf_16",
        "htree_num_levels": 4,
    },
    "worst_hold_path": {
        "timing.hold.worst_endpoint": "PC[30]$_SDFFE_PP0P_",
        "min_path_type": "register to register",
        "hp-start": "PC[30]$_SDFFE_PP0P_",
        "worst_hold_path.num_cells": 2,
    },
    "finish": {
        "area.combinational_mm2": 0.0238,
        "largest_register_ff_count": 1024,
        "mostFrequentLayoutCell": "sky130_fd_sc_hd__edfxtp_1",
        "util_after_layout_pct": 35.4,
        "area_delta_synth_final_pct": 16.8,
        "flop_area_mm2": 0.0355,
        "largest_register": "rf_i.mem",
        "final_cell_mix": "sky130_fd_sc_hd__edfxtp_1, sky130_fd_sc_hd__mux4_2, sky130_fd_sc_hd__dfxtp_1",
        "post-route-cell-area_mm2": 0.0701,
        "number_of_filler_cells_placed_in_the_layout": 18248,
        "post_route_cells_drive_above_1_share_pct": 31.6,
    },
    "detailed_routing": {
        "first_iter_violations": 2556,
        "route.detailed.vias_per_inst": 5.51,
        "detail_route.wirelength_mm": 194,
        "wl_per_cell_um": 30.2,
        "drt_pass1_iterations": 7,
        "post-route-drc-count": 0,
        "drt.antenna.violating_nets": 0,
        "detailroute.via_count": 35396,
    },
    "setup_path": {
        "critical_path.reg2reg.endpoint": "PC[7]$_SDFFE_PP0P_",
        "number_of_cell_instances_on_the_worst_register_to_register_path": 19,
        "timing.critical_path.from": "PC[0]$_SDFFE_PP0P_",
        "timing.critical_path.arrival_ps": 1920,
        "critical_path.max_fanout": 4,
        "crit_slowest_cell": "sky130_fd_sc_hd__dfxtp_1",
        "start_kind": "register",
        "r2r_slack_ps": 22910,
        "timing.critical_path.to_type": "primary output",
        "crit_path_max_incr_delay_ps": 570,
        "required_time_worst_endpoint_ps": 24080,
        "critical_path.n_buffers_inverters": 1,
        "cp_cell_sequence": "clkdlybuf4s50_1",
        "critical_path.reg2reg.startpoint": "Instruction_reg[27]$_DFFE_PP_",
        "cpLargestDelayFamily": "flip-flops",
        "crit_type": "register to primary output",
    },
    "pwr": {
        "comb_power_share_pct": 42.5,
        "intPower_uw": 4560,
        "p_clk_share_pct": 23.4,
        "powerDensity_mw_per_mm2": 103,
        "netSwitchingPower_uw": 2660,
        "leakage_uw": 0.0226,
        "worst_ir_drop_vdd_mv": 0.0562,
        "p_sw_share_pct": 36.8,
        "power.share.sequential_pct": 34.0,
    },
    "grt": {
        "grt-ovfl-total": 0,
        "grt_usage_pct": 20.5,
        "first_global_vias": 37956,
        "antenna_found_initial": 2,
        "global_route_wire_length_before_repair_mm": 277,
        "grt_max_degree": 84,
    },
    "floorplanning": {
        "dieWidth_um": 449,
        "chip_area_mm2": 0.202,
        "floorplan.initialDensity_pct": 30.3,
        "core_area_mm2": 0.198,
        "ioPinCount": 164,
        "die-height_um": 449,
        "row_count": 163,
    },
    "place": {
        "io_buffer_count": 163,
        "postPlaceCellArea_mm2": 0.0656,
        "dp_hpwl_mm": 124,
        "finalWeightedCongestion": 0.974,
        "place_worst_setup_slack_ps": 21900,
    },
    "job": {
        "warning_count": 33,
        "timing.max_cap.violations": 0,
    },
    "outcome": {
        "status": "finished, final reports clean",
    },
}
-- Yosys cell counts, drive strengths merged, types with 12 or more instances --
| cell type | instances | area, um^2 |
|---|---|---|
| a211oi | 19 | 160 |
| a21oi | 92 | 460 |
| buf | 80 | 337 |
| clkbuf | 178 | 672 |
| dfxtp | 188 | 3760 |
| edfxtp | 1056 | 31700 |
| ha | 40 | 500 |
| inv | 33 | 124 |
| mux2 | 57 | 646 |
| mux2i | 174 | 1750 |
| mux4 | 654 | 14700 |
| nand2 | 157 | 589 |
| nand2b | 13 | 81.3 |
| nand3 | 33 | 165 |
| nand4 | 19 | 119 |
| nor2 | 202 | 768 |
| nor3 | 40 | 205 |
| nor4 | 12 | 75.1 |
| o211ai | 14 | 105 |
| o21a | 12 | 90.1 |
| o21ai | 134 | 674 |
| o221ai | 12 | 105 |
| o22ai | 17 | 106 |
| or3 | 14 | 88.8 |
| xnor2 | 30 | 263 |
| xor2 | 18 | 158 |
-- through the flow --
stage | hold slack [ps] | total power, uW | instances
floorplan | 446 | 4330 | 3479
global placement | 524 | 5540 | 6181
detailed placement | 518 | 5540 | 6181
CTS | 533 | 7240 | 6425
global route | 567 | 7540 | 6426
finish | 533 | 7220 | 6427
-- kinds of logic (layout without fill, tap and decap cells) --
kind of cell / after synthesis / in the layout
adder cells (fa/ha/maj): 41 / 41
AND-OR/OR-AND: 420 / 420
flip-flops: 1244 / 1244
buffers and inverters: 292 / 598
other: 0 / 2
XOR/XNOR: 48 / 48
multiplexers: 885 / 885
AND/OR/NAND/NOR: 549 / 549
-- power by group through the flow --
stage | clock network [uW] | registers (uW) | logic (uW)
global route | 1790 | 2470 | 3280
finish | 1690 | 2460 | 3070
CTS | 1720 | 2450 | 3060
-- how the worst max path moves through the flow --
stage	end	slack, ps	cells past startpoint
after CTS	PC[0]	22090	1
after global routing	PC[0]	22110	1
final	PC[0]	22160	1
-- routing by layer --
metal | up-vias | GRT usage (%) | wire (um)
met1 | 17926 | 22.4 | 62300
met4 | 14 | 6.34 | 7630
met5 | - | 2.27 | 625
li1 | 14945 | - | -
met3 | 330 | 14.6 | 31300
met2 | 2181 | 31.3 | 92100
-- layout make-up --
class,count,area share [%]
diodes,2,0.00714
clock inverters,64,1.05
inverters,34,0.182
well taps,2640,4.71
multi-input cells,1943,33.9
clock buffers,180,5.38
flip-flops and latches,1244,50.6
repair buffers,320,4.10
Power and IR drop assume default switching activity.
