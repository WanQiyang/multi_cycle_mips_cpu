`config.mk`:
```
export PLATFORM = sky130hd
export DESIGN_NAME = axi_lite_if
export DESIGN_NICKNAME = axi_lite_if
export VERILOG_FILES = /design/flow/design.v
export SDC_FILE = /design/flow/constraint.sdc
export NUM_CORES = 4
export LEC_CHECK = 1
export CORE_AREA = 10 10 120 120
export DIE_AREA = 0 0 130 130
```
`constraint.sdc`:
```
current_design axi_lite_if

set clk_period 5.9
set clk_io_pct 0.2

create_clock -name clk0 -period $clk_period [get_ports {S_AXI_ACLK}]

set non_clock_inputs [all_inputs -no_clocks]
set_input_delay [expr $clk_period * $clk_io_pct] -clock clk0 $non_clock_inputs
set_output_delay [expr $clk_period * $clk_io_pct] -clock clk0 [all_outputs]
```
`design.v`:
```
module axi_lite_if (
  input wire	S_AXI_ACLK,
  input wire	S_AXI_ARESETN,
  input  wire [14 - 1:0] S_AXI_AWADDR,
  input  wire                          S_AXI_AWVALID,
  output wire                          S_AXI_AWREADY,
  input  wire [32-1:0] S_AXI_WDATA,
  input  wire [32/8-1:0] S_AXI_WSTRB,
  input  wire                          S_AXI_WVALID,
  output wire                          S_AXI_WREADY,
  output wire [1:0]                    S_AXI_BRESP,
  output wire                          S_AXI_BVALID,
  input  wire                          S_AXI_BREADY,
  input  wire [14 - 1:0] S_AXI_ARADDR,
  input  wire                          S_AXI_ARVALID,
  output wire                          S_AXI_ARREADY,
  output wire [32-1:0] S_AXI_RDATA,
  output wire [1:0]                    S_AXI_RRESP,
  output wire                          S_AXI_RVALID,
  input  wire                          S_AXI_RREADY,
  output wire [10:0]                   Address,
  output wire [31:0]                   Write_data,
  output wire                          MemWrite,
  output wire                          MemRead,
  input  wire [31:0]                   Read_data,
  output reg                           mips_rst
);
reg                           axi_rvalid;
reg [32-1:0] axi_rdata;
reg [1:0]					  axi_rresp;
reg                           axi_bvalid;
reg [1:0]                     axi_bresp;
reg                           axi_awready;
reg                           axi_wready;
reg                           axi_arready;
wire [10:0]					  wr_addr;
wire [10:0] 				  rd_addr;
wire 						  mips_rst_sel;
wire						  mips_rst_wdata;
assign S_AXI_AWREADY = axi_awready;
assign S_AXI_WREADY  = axi_wready;
assign S_AXI_BRESP  = axi_bresp;
assign S_AXI_BVALID = axi_bvalid;
assign S_AXI_ARREADY = axi_arready;
assign S_AXI_RDATA  = axi_rdata;
assign S_AXI_RVALID = axi_rvalid;
assign S_AXI_RRESP  = axi_rresp;
  always @( posedge S_AXI_ACLK )
  begin
	  if(S_AXI_ARESETN == 1'b0)
		  axi_awready <= 1'b0;
	  else
	  begin
		  if (~axi_awready && S_AXI_AWVALID && S_AXI_WVALID)
			  axi_awready <= 1'b1;
		  else
			  axi_awready <= 1'b0;
	  end
  end
  always @( posedge S_AXI_ACLK )
  begin
    if ( S_AXI_ARESETN == 1'b0 )
        axi_wready <= 1'b0;
    else
      begin
        if (~axi_wready && S_AXI_WVALID && S_AXI_AWVALID)
            axi_wready <= 1'b1;
        else
            axi_wready <= 1'b0;
      end
  end
  assign wren = ~axi_awready & ~axi_wready & S_AXI_AWVALID & S_AXI_WVALID;
  assign MemWrite = ~S_AXI_AWADDR[13] & wren;
  assign Write_data =  {32{MemWrite}} & S_AXI_WDATA;
  assign wr_addr = {11{MemWrite}} & S_AXI_AWADDR[12:2];
  assign mips_rst_sel = S_AXI_AWADDR[13] & (~|S_AXI_AWADDR[12:2]) & wren; 
  assign mips_rst_wdata = ~S_AXI_WDATA[0];
  always @( posedge S_AXI_ACLK )
  begin
    if (S_AXI_ARESETN == 1'b0)
        mips_rst <= 1'b1;
    else if (mips_rst_sel)
        mips_rst <= mips_rst_wdata;
	else
        mips_rst <= mips_rst;
  end 
  always @( posedge S_AXI_ACLK )
  begin
    if ( S_AXI_ARESETN == 1'b0 )
      begin
        axi_bvalid  <= 0;
        axi_bresp   <= 2'b0;
      end
    else
      begin
        if (axi_awready && S_AXI_AWVALID && ~axi_bvalid && axi_wready && S_AXI_WVALID)
          begin
            axi_bvalid <= 1'b1;
            axi_bresp  <= 2'b0;  
          end                    
        else
          begin
            if (S_AXI_BREADY && axi_bvalid)
              begin
                axi_bvalid <= 1'b0;
              end
          end
      end
  end
  always @( posedge S_AXI_ACLK )
  begin
    if ( S_AXI_ARESETN == 1'b0 )
        axi_arready <= 1'b0;
    else
      begin
        if (~axi_arready && S_AXI_ARVALID)
            axi_arready <= 1'b1;
        else
            axi_arready <= 1'b0;
      end
  end
  always @( posedge S_AXI_ACLK )
  begin
    if ( S_AXI_ARESETN == 1'b0 )
      begin
        axi_rvalid <= 1'd0;
        axi_rresp  <= 2'd0;
      end
    else
      begin
        if (~axi_arready && S_AXI_ARVALID && ~axi_rvalid)
          begin
            axi_rvalid <= 1'b1;
            axi_rresp  <= 2'b00;  
          end
        else if (axi_rvalid && S_AXI_RREADY)
            axi_rvalid <= 1'b0;
      end
  end
  always @( posedge S_AXI_ACLK )
  begin
    if ( S_AXI_ARESETN == 1'b0 )
        axi_rdata <= {32{1'b0}};
    else if(MemRead)
        axi_rdata <= Read_data;
	else
        axi_rdata <= axi_rdata;
  end
assign	MemRead = ~S_AXI_ARADDR[13] && ~axi_arready && S_AXI_ARVALID;
assign	rd_addr = {11{MemRead}} & S_AXI_ARADDR[12:2];
assign  Address = wr_addr | rd_addr;
endmodule
```
`run.sh`:
```
#!/bin/bash
# OpenROAD 26Q1-2900-gdf79404cd8, Yosys 0.63+post, stock flow scripts
make -C /OpenROAD-flow-scripts/flow DESIGN_CONFIG=/design/flow/config.mk WORK_HOME=/design/flow/orfs finish
```
==> results_dict.tcl <==
# place-and-route summary
set metrics [dict create \
    drcViolationCount 0 \
    topCellsByArea "dfxtp_1 39%, a21boi_2 17%, nand2_1 13%" \
    ys_types 27 \
    powerDensity_nw_per_um2 185 \
    synth-seq-area-share 0.391 \
    post_cts_buffers 0 \
    fin_skew_ns 0.00617 \
    edf_count 0 \
    max_freq_mhz 222 \
    via_count 2071 \
    die_x_um 130 \
    gp_congestion 0.742 \
    grt_pass1_vias 2264 \
    yosysTopAreaCell "dfxtp_1" \
    ant_nets 0 \
    cts-hold-fix-buffers 0 \
    top_area_frac 0.391 \
    clock_path_buffers 2 \
    rsz0062_at_grt "no" \
    r2r-start "axi_arready$_SDFF_PN0_" \
    slew_viol_final 0 \
    cap_violations 0 \
    grt_pass1_wl_mm 12.2 \
    cts.reportedPaths.clkPinSlew_ns 0.06 \
    holdCritPathClass "register to register" \
    crit_path_end_kind "output port" \
    clock_sinks 38 \
    overflow 0 \
    cts-root-buf "clkbuf_16" \
    min_from "axi_rdata[30]$_SDFFE_PN0P_" \
    drive_above_1_share 0.110 \
    synth_top_cell_by_count "nand2_1" \
    critPathLaunchType "input pin" \
    tightest_slew_ns 0.607 \
    cts_tree "done" \
    relSlewSlack 0.594 \
    initial_utilization 0.163 \
    ys.flops 38 \
    synthArstFlopShare 0 \
    ff_type "dfxtp_1" \
    post_cts_resize_count 0 \
    diodes 0 \
    setup.worst_path.start "S_AXI_ARVALID" \
    first_pass_iters 3 \
    fillers 1240 \
    via_per_inst 3.86 \
    yosysChipArea_um2 1950 \
    routed_wl_mm 7.82 \
    wire_per_inst_um 14.6 \
    track_usage 0.0898 \
    arrival_ns 3.31 \
    setup_viol 0 \
    warnings 33 \
    max-vdd-ir-drop_uv 92.7 \
    whs_ns 0.458 \
    area_growth_pct 103 \
    synthCells 220 \
    yosysCellCount 220 \
    cts-buffers-inserted 5 \
    fp.dieH_um 130 \
    path_class "input pin to output port" \
    ys_top_cells_by_count "65 x nand2_1, 38 x dfxtp_1, 33 x and2_1" \
    worst-path-max-fanout 44 \
    dp_hpwl_mm 6.33 \
    fin_crit_sh 0.762 \
    die-area_um2 16900 \
    timing.final.crit_period_ns 4.49 \
    row_count 40 \
    hold_violations 0 \
    antenna_found_initial 0 \
    fin_util 0.332 \
    grt_max_degree 45 \
    required_ns 4.72 \
    htreeDepth 2 \
    synth_area_um2 1950 \
    setup_tns_ns 0 \
    core_area_um2 11900 \
    postSynthAreaPerCell_um2 8.85 \
    drt_iter0_drc 25 \
    boundaryPins 190 \
    yosysWarnings 2 \
    clkLatencyLatePin_ns 0.28 \
    leakagePower_nw 1.40 \
    status "finished clean" \
    io_buffers 177 \
]
==> cell type report <==
cell class | count | area, µm² | area share
timing repair buffer | 180 | 1790 | 0.453
multi-input combinational | 163 | 1040 | 0.264
sequential | 38 | 761 | 0.192
tap | 147 | 184 | 0.0465
clock buffer | 6 | 129 | 0.0326
clock inverter | 2 | 37.5 | 0.00948
inverter | 1 | 8.76 | 0.00221
==> final timing paths <==
path | endpoint | slack (ns) | cells past startpoint
max reg2reg | axi_rdata[15]$_SDFFE_PN0P_ | 4.28 | 5
min | axi_rdata[30]$_SDFFE_PN0P_ | 0.46 | 2
max | Address[10] | 1.41 | 6
min reg2reg | axi_rdata[30]$_SDFFE_PN0P_ | 0.46 | 2
==> flip-flops by register name, summed over array words and instances (netlist names) <==
name         cells
axi_arready      1
axi_awready      1
axi_bvalid       1
mips_rst         1
axi_wready       1
axi_rdata       32
axi_rvalid       1
==> metrics by stage <==
step	power [mW]	setup WS (ns)	std cells	cell area, µm²
after global placement	0.433	1.34	529	3790
after global routing	0.776	1.19	537	3960
after floorplan	0.323	2.76	223	1960
final	0.733	1.41	537	3960
after detailed placement	0.434	1.33	529	3790
after CTS	0.755	1.32	537	3960
==> layout by cell type (no fill, tap or decap) <==
| master | n |
|---|---|
| nor3b_1 | 1 |
| a21boi_2 | 29 |
| and4bb_2 | 1 |
| nand2b_1 | 1 |
| clkbuf_1 | 1 |
| mux2_2 | 1 |
| clkbuf_16 | 5 |
| clkinvlp_4 | 1 |
| bufinv_16 | 1 |
| buf_4 | 3 |
| o21a_1 | 1 |
| or3b_1 | 1 |
| nor4b_1 | 1 |
| nand4_1 | 2 |
| conb_1 | 4 |
| nor2b_2 | 1 |
| nor2_1 | 2 |
| nor4_1 | 2 |
| mux2i_1 | 1 |
| clkdlybuf4s50_1 | 177 |
| nand2_1 | 65 |
| a21boi_1 | 3 |
| nor2b_1 | 1 |
| clkinv_4 | 1 |
| and2_1 | 33 |
| and3b_1 | 1 |
| a22o_1 | 11 |
| nand3_1 | 1 |
| dfxtp_1 | 38 |
==> per-layer routing <==
layer | track usage | routed length [µm]
met1 | 0.100 | 2920
met2 | 0.151 | 3730
met3 | 0.0514 | 1130
met4 | 0.00860 | 53
met5 | 0 | 0
==> logic make-up after synthesis <==
| logic type | Yosys count | share of synthesized area |
|---|---|---|
| AND-OR/OR-AND | 44 | 0.233 |
| buffers and inverters | 22 | 0.0797 |
| other | 1 | 0.00193 |
| multiplexers | 2 | 0.0109 |
| AND/OR/NAND/NOR | 113 | 0.284 |
| flip-flops | 38 | 0.391 |
==> power breakdown <==
part	total (mW)	switching (mW)	internal, mW	leakage (nW)
sequential	0.274	0.00564	0.268	0.310
combinational	0.151	0.0416	0.110	1.01
clock	0.308	0.108	0.200	0.0771
==> worst max-delay path: stages <==
cell and delay (ns):
clkdlybuf4s50_1 0.42, or3b_1 0.17, buf_4 0.34, clkinv_4 0.38, a22o_1 0.34, clkdlybuf4s50_1 0.44
Power and IR drop assume default switching activity.
